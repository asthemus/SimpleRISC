==> design.v <==
`timescale 1s/1ms
module WBUnit(WriteData, WP, 
	      isCall, isLd, pc, ldResult, aluResult, rd);
   input isCall, isLd;
   input[31:0] ldResult, aluResult;
   input [31:0] pc;
   input [4:0] rd;
   output reg [31:0] WriteData;
   output [4:0]WP;
   always @(isLd, isCall, aluResult, ldResult, pc)
     begin
	case({isCall, isLd})
	  2'b00: WriteData <= aluResult;
	  2'b01: WriteData <= ldResult;
	  2'b10: WriteData <= pc + 1;
    default : WriteData <= 0;
	endcase  
     end
   assign WP = (isCall) ? 31 : rd;
endmodule  
==> run.sh <==
#!/bin/bash
# OpenROAD 26Q1-2900-gdf79404cd8, Yosys 0.63+post, stock flow scripts
make -C /OpenROAD-flow-scripts/flow DESIGN_CONFIG=/design/flow/config.mk WORK_HOME=/design/flow/orfs finish
==> config.mk <==
export PLATFORM = sky130hd
export DESIGN_NAME = WBUnit
export DESIGN_NICKNAME = WBUnit
export VERILOG_FILES = /design/flow/design.v
export SDC_FILE = /design/flow/constraint.sdc
export NUM_CORES = 4
export LEC_CHECK = 1
export CORE_AREA = 10 10 82 82
export DIE_AREA = 0 0 92 92
export SYNTH_HDL_FRONTEND = slang
==> constraint.sdc <==
current_design WBUnit

set clk_period 6.3
set clk_io_pct 0.2

create_clock -name clk0 -period $clk_period

set non_clock_inputs [all_inputs -no_clocks]
set_input_delay [expr $clk_period * $clk_io_pct] -clock clk0 $non_clock_inputs
set_output_delay [expr $clk_period * $clk_io_pct] -clock clk0 [all_outputs]
==> results_slide.txt <==
Flow Results at a Glance

Route
  – Drt initial violations: 37
  – Pre-antenna DRT Iters: 4
  – Final wirelength: 6.33 mm
  – Post-DRT Antenna Nets: 0
  – Wire per inst: 16.3 µm
  – Drc violations: 0
  – Vias/cell: 4.69
  – Via count: 1,819
  – ANT cells: 0

STA
  – Cycle use final: 81.0%
  – Final Hold Vio Count: 0
  – Setup_tns: 0 ns
  – Final Max Slew Viols: 0
  – RSZ-0062 raised after global routing: no
  – Fmax: 0.196 GHz
  – # setup viols final: 0
  – Slew headroom: 43.3%
  – Hold_ws: 3.44 ns
  – Fin crit period: 5.10 ns
  – Slew @ Worst Pin: 0.851 ns

Outcome
  – Run status: complete, no violations

Final layout
  – Post-Layout Cell Count: 388
  – Clk_buf instances: 0
  – Register area: 0 µm²
  – Final core utilization: 53.0%
  – Area Overhead vs Synth: 120%
  – Flop Count: 0
  – Layout cells sized above 1: 4.72%

CTS
  – CTS Hold Buffers Added: 0
  – Setup bufs post-CTS: 0
  – Post_cts resized: 0

Floorplan
  – I/O pins: 140
  – Die H: 92 µm
  – Die X-Extent: 92 µm
  – FP Util: 24.0%
  – Site Rows: 26
  – Die Size: 0.00846 mm²
  – Core Area: 0.00507 mm²

Worst setup path
  – Critical Path RT: 5.04 ns
  – Worst-path maximum fanout: 10
  – Critical-path top delay cell: nor3_2
  – Largest delay share family, worst path: buffers and inverters
  – CP Capture Type: output pin
  – Critical path class: input pin to output pin
  – CP Launch Type: input pin
  – CP peak stage delay: 0.60 ns
  – Worst EP arrival: 3.84 ns
  – CP Buf/Inv Count: 2
  – Most used cell, CP: clkdlybuf4s50_1
  – Crit-path cells: clkdlybuf4s50_1, ha_1, nand4_1, nor3_2, nand3_1, xor2_1, o22ai_1, clkdlybuf4s50_1

Yosys
  – Top cells by area: xor2_1, mux2i_1, o21ai_0
  – Synth warnings: 0
  – Most common cell in the netlist: o21ai_0
  – Synthesized area: 0.00122 mm²
  – Syn Area/Cell: 6.52 µm²
  – Yosys stat area: 0.00122 mm²
  – Post-synthesis sequential area ratio: 0%
  – # Cells Yosys: 187
  – Area leader share: 15.8%
  – Count of unique library cells instantiated by Yosys: 33
  – Syn Inst Count: 187
  – Synth top cells by count: o21ai_0, xor2_1, nand2_1
  – Cell type with the largest total area: xor2_1

Power
  – Power Density: 59.1 mW/mm²
  – Total chip power: 159 µW
  – Leakage: 0.975 nW
  – Max IR drop VDD: 0.0000232 V

Placement
  – RD Place Congestion: 0.771
  – Placed Instances: 388
  – DP Wirelength: 5.39 mm
  – I/O Buffers: 140

Job
  – Stage-log warning count: 32
  – Max Cap Viol: 0

Global route
  – First-pass GRT wire length: 9.82 mm
  – Initial antenna violation count: 0
  – Vias in the first global route: 1,894
  – GRT overflow: 0
  – Global router's overall resource usage: 13.9%
  – Pin count of the biggest net entering global routing: 32

Min path
  – HP Class: input pin to output pin
  – Worst-case hold path end point: WriteData[9]
  – Worst hold stages: 4
  – Min-delay src: ldResult[9]
## area by class of cell
class / instances / area (µm²)
well taps: 70 / 87.6
inverters: 5 / 18.8
fillers: 528 / 2390
multi-input cells: 170 / 1160
repair buffers: 143 / 1420
## worst max path at each step
stage | from | to | slack (ns) | cells past startpoint
6_report | pc[0] | WriteData[28] | 1.20 | 8
4_1_cts | pc[0] | WriteData[28] | 1.21 | 8
5_1_grt | pc[0] | WriteData[22] | 0.94 | 8
## kinds of logic (layout without fill, tap and decap cells)
group / after synthesis / count (layout) / synth area share, %
buf+inv: 17 / 148 / 5.23
simple gates: 74 / 74 / 35.5
compound gates: 51 / 51 / 25.0
fa+ha+maj: 1 / 1 / 1.03
mux: 16 / 16 / 13.1
xor+xnor: 28 / 28 / 20.1
## layer usage
metal	global-route usage, %	routed length, µm	up-vias
met4	0	0	0
li1	-	-	962
met1	17.0	2740	792
met2	25.2	3130	65
met5	0	0	-
met3	3.54	452	0
## metrics by stage
stage / cell area, µm² / setup slack, ns
final: 2690 / 1.20
after CTS: 2690 / 1.21
after global placement: 2690 / 1.22
after floorplan: 1220 / 2.63
after detailed placement: 2690 / 1.21
after global routing: 2690 / 0.940
## cell usage in the layout (no fill, tap or decap), drive strengths merged
cell	n
nand2b	1
mux2i	16
o31ai	1
nand4	10
xnor2	6
inv	5
nor3	5
o22ai	8
nand3	14
nor2b	1
nor2	7
ha	1
and3	2
o21ai	26
a31oi	1
nor4	3
o21a	1
a21oi	1
and4	4
clkdlybuf4s50	140
buf	3
nand2	21
a211o	1
xor2	22
or2	5
a22oi	12
nand3b	1
## power by group
part / internal (mW) / switching (mW) / total [mW] / leakage [nW]
clock: 0 / 0 / 0 / 0
sequential: 0 / 0 / 0 / 0
combinational: 0.110 / 0.0486 / 0.159 / 0.975
total: 0.110 / 0.0486 / 0.159 / 0.975
Power and IR drop assume default switching activity.
