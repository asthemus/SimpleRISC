[design.v]
`timescale 1s/1ms
module IFUnit(inst,pc, stop,
	      RIM, UPC, isBranchTaken,branchPC,rst,
	      IMclka, IMaddra,
	      IMdouta
	      );
   input RIM, isBranchTaken, rst, UPC;
   input [31:0] branchPC;
   output [31:0] inst;
   output reg [31:0] 	    pc;
   output stop;
   input [31 : 0] IMdouta;
   output [6 : 0] IMaddra;
   output IMclka;
   assign IMclka = RIM;      
   assign IMaddra = pc[6 : 0];   
   assign inst = IMdouta;        
   assign stop = inst[31:27] == 5'b11111; 
   always @(posedge UPC, posedge rst) begin
      if(rst)
         pc <= 0;
      else if(isBranchTaken)
         pc <= branchPC;
      else
         pc <= pc + 1;
   end
endmodule
[run.sh]
#!/bin/bash
# OpenROAD 26Q1-2900-gdf79404cd8, Yosys 0.63+post, stock flow scripts
make -C /OpenROAD-flow-scripts/flow DESIGN_CONFIG=/design/flow/config.mk WORK_HOME=/design/flow/orfs finish
[config.mk]
export PLATFORM = sky130hd
export DESIGN_NAME = IFUnit
export DESIGN_NICKNAME = IFUnit
export VERILOG_FILES = /design/flow/design.v
export SDC_FILE = /design/flow/constraint.sdc
export NUM_CORES = 4
export LEC_CHECK = 1
export CORE_AREA = 10 10 110 110
export DIE_AREA = 0 0 120 120
export SYNTH_HDL_FRONTEND = slang
[constraint.sdc]
current_design IFUnit

set clk_period 6.8
set clk_io_pct 0.2

create_clock -name clk0 -period $clk_period [get_ports {UPC}]

set non_clock_inputs [all_inputs -no_clocks]
set_input_delay [expr $clk_period * $clk_io_pct] -clock clk0 $non_clock_inputs
set_output_delay [expr $clk_period * $clk_io_pct] -clock clk0 [all_outputs]
==> results_slide.txt <==
Implementation Results

Critical path
  – Setup crit start: IMdouta[29]
  – Reg2reg path depth: 6
  – R2r endpoint: pc[30]$_DFF_PP0_
  – Slack of the worst reg-to-reg path: ~4.6 ns
  – Critical Path Source Type: primary input
  – Crit path DAT: about 2.5 ns
  – WS Path Type: in -> out
  – Crit. End Element: output pin
  – Crit path max fanout: 2
  – Data required, critical path: around 5.4 ns
  – CP Capture Point: stop
  – Reg2Reg Launch Point: pc[0]$_DFF_PP0_

Final layout
  – Max reg flops: 32
  – Biggest register: pc
  – Top Registers: pc (32)
  – Area grow syn2layout: 35.4%
  – Share of cells above drive strength 1: 4.93%

Global routing
  – First-pass GRT wire length: between 10000 and 15000 microns
  – Total track usage: approximately 8.5%
  – Largest net degree at the start of global routing: 38
  – Initial antenna violation count: 0
  – Grt total ovfl: 0
  – Vias in the first global route: between 1500 and 2000

Final timing
  – Max Freq: between 200 and 300 MHz
  – Worst hold slack: 0.553 ns
  – Worst slew margin relative to its limit: a little under three quarters
  – Final Setup Violations: 0
  – Setup TNS: 0 ns
  – Worst-margin pin slew: 0.429 ns
  – Period minus WS final: 3.82 ns
  – Final slew viol count: 0
  – Final period util: between 50 and 60%
  – Final number of hold-violating endpoints: 0
  – RSZ-0062 raised after global routing: no
  – Layout Skew: 0.00823 ns

Synth
  – Main flop type after synthesis: dfrtp_1
  – Ys flops: 32
  – Yosys chip area: roughly 2200 sq um
  – Syn_area_per_cell: about 8.4 sq um
  – Number of flops mapped to enable cells by yosys: 0
  – Post-Synthesis Cells: 261
  – Register area share after synthesis: between 30 and 40%
  – Post-Syn Area: 2180 sq um
  – Cell Type Count: 32
  – Synth warnings: 0
  – Ys cells: between 200 and 300
  – Asr flop ratio synth: 100%

Pwr
  – Worst vdd ir: around 0.068 mV
  – Clk pwr share: 29.1%
  – Sw Ratio: 27.2%
  – Seq pwr share: between 40 and 50%
  – NetSw: 0.141 mW
  – LEAKAGE: 1.06 nW
  – Cell internal pwr: between 0.3 and 0.4 mW
  – Combinational Power Share: between 20% and 30%
  – PwrDens: approximately 170 nW/um^2

Clock network
  – Post CTS Setup Buffer Count: 0
  – CTS tree: built
  – CTS buffer count: 5
  – CTS H-tree lvls: 2
  – CTS max path bufs: 2
  – Clk ins delay skew pair: between 0.2 and 0.3 ns
  – CTS sink cnt: 32
  – CTS Hold Buffers Added: 0
  – Cts repair resizes: 0
  – Reg clk slew, reported paths: around 0.06 ns
  – Root buffer cell: clkbuf_8

Routing
  – Routed Antenna Nets: 0
  – 1st-iter DRT viols: approximately 64
  – # DRC: 0
  – Via density: about 4.5
  – Average wire per standard cell: approximately 14 microns
  – Ant diodes: 0
  – Final wirelength: about 6300 microns
  – Initial DRT Pass Iterations: 4
  – Vias: between 1500 and 2000

Floorplan
  – Die Area: between 10000 and 15000 sq um
  – Die X: ~120 microns
  – Row count: 36
  – Floorplan core density: between 20% and 30%
  – Die Y: about 120 microns
  – I/O pin total: 141
  – Core footprint: between 9000 and 10000 sq um

Status
  – Status: finished clean

Run
  – Number of max-cap violations: 0
  – Count of tool warnings: 25

Place
  – I/O Buffers: 84
  – Final GP Congestion: approximately 0.79
  – Hpwl dp: 4840 microns

Min path
  – Hold path cells: 1
  – Worst hold path type: reg -> reg
[cell usage after synthesis, types with 4 or more instances]
master     n  area, sq um
buf_4     40          300
o21ai_0   15         75.1
nand3_1   12         60.1
inv_1      5         18.8
clkbuf_1  12         45.0
a31oi_1   14         87.6
xnor2_1   11         96.3
nor3_1     4         20.0
nor4_1     5         31.3
o31ai_1   12         90.1
nand4_1    6         37.5
dfrtp_1   32          801
nor2_1    19         71.3
and3_1     6         37.5
or4_1     15          113
nand2_1   31          116
[cells in the final DEF (no fill, tap or decap)]
cell and count:
clkdlybuf4s50_1 84, a21oi_1 1, nand2_1 31, clkbuf_8 6, nand4_1 6, xnor2_1 11, mux2_2 1, o211ai_1 2
a31oi_1 14, nor2_1 19, nand3_2 1, o41ai_1 2, and4_1 1, nand3_1 12, or4_4 1, a22oi_1 1
o31ai_1 12, nor3_1 4, nand4b_1 1, o21ai_0 15, clkinv_2 2, nor2b_1 1, and2_1 2, or4_1 15
xor2_1 2, buf_4 4, dfrtp_1 32, and3_1 6, or3_1 3, a211o_1 1, nor4_1 5, ha_1 1
inv_1 5
[metrics by stage]
stage / instance area (sq um) / cells / power (mW) / util [%] / worst slack (ns)
floorplan: 2180 / 261 / 0.297 / - / 3.98
global placement: 2860 / 429 / 0.372 / 29.3 / 2.98
detailed placement: 2860 / 429 / 0.373 / 29.3 / 2.95
CTS: 2960 / 437 / 0.529 / 30.2 / 2.96
global route: 2960 / 437 / 0.552 / 30.2 / 2.91
finish: 2960 / 437 / 0.517 / 30.2 / 2.98
[worst min path at each step]
stage | start | to | slack, ns
CTS | pc[0]$_DFF_PP0_ | pc[0]$_DFF_PP0_ | 0.56
global route | pc[31]$_DFF_PP0_ | pc[31]$_DFF_PP0_ | 0.61
finish | pc[0]$_DFF_PP0_ | pc[0]$_DFF_PP0_ | 0.55
[power by group through the flow]
stage	logic [mW]	clock network, mW	registers, mW
final	0.129	0.150	0.238
after CTS	0.133	0.158	0.238
after global routing	0.144	0.165	0.243
[worst max-delay path, stage by stage]
cell and delay, ns:
clkdlybuf4s50_1 0.47, nand3_1 0.07, nor2_1 0.09, clkdlybuf4s50_1 0.47
[layout make-up]
cell class / instances / area [sq um]
Timing Repair Buffer: 88 / 871
Tap cell: 133 / 166
Inverter: 5 / 18.8
Fill cell: 1031 / 6820
Clock inverter: 2 / 10.0
Clock buffer: 6 / 82.6
Multi-Input combinational cell: 171 / 1010
Sequential cell: 32 / 801
[logic make-up after synthesis]
| logic type | after synthesis | share of synthesized area [%] |
|---|---|---|
| AND-OR/OR-AND | 48 | 14.0 |
| XOR/XNOR | 13 | 5.21 |
| adder cells (fa/ha/maj) | 1 | 0.573 |
| buffers and inverters | 58 | 17.2 |
| flip-flops | 32 | 36.7 |
| multiplexers | 1 | 0.516 |
| AND/OR/NAND/NOR | 108 | 25.8 |
[per-layer routing]
metal	vias up	routed length [microns]	track usage (%)
met1	888	2950	12.0
met2	74	2720	12.6
met3	2	600	3.57
met5	-	0	0
met4	0	2	0.603
li1	992	-	-
Power is estimated from default activity; no workload was simulated.
