`design/flow/config.mk`:
```
export PLATFORM = sky130hd
export DESIGN_NAME = ControlUnit
export DESIGN_NICKNAME = ControlUnit
export VERILOG_FILES = /design/flow/design.v
export SDC_FILE = /design/flow/constraint.sdc
export NUM_CORES = 4
export LEC_CHECK = 1
export CORE_AREA = 10 10 70 70
export DIE_AREA = 0 0 80 80
export SYNTH_HDL_FRONTEND = slang
```
`design/flow/constraint.sdc`:
```
current_design ControlUnit

set clk_period 1.1
set clk_io_pct 0.2

create_clock -name clk0 -period $clk_period

set non_clock_inputs [all_inputs -no_clocks]
set_input_delay [expr $clk_period * $clk_io_pct] -clock clk0 $non_clock_inputs
set_output_delay [expr $clk_period * $clk_io_pct] -clock clk0 [all_outputs]
```
`design/flow/design.v`:
```
`timescale 1s/1ms
module ControlUnit(signal,
		   opcodeI);
   input [5:0]opcodeI;
   output [22:1] signal;
   wire 	 op1, op2, op3, op4, op5, I;
   assign op1 = opcodeI[1];
   assign op2 = opcodeI[2];
   assign op3 = opcodeI[3];
   assign op4 = opcodeI[4];
   assign op5 = opcodeI[5];
   assign I = opcodeI[0];
   assign signal[1] = op1&op2&op3&op4&~op5;
   assign signal[2] = ~op1&op2&op3&op4&~op5;
   assign signal[3] = ~op1&~op2&~op3&~op4&op5;
   assign signal[4] = op1&~op2&~op3&~op4&op5;
   assign signal[5] = ~op1&~op2&op3&~op4&op5;
   assign signal[6] = I;
   assign signal[7] = ~(op5 | ~op5&op3&op1&(op4 | ~op2)) | op1&op2&~op3&~op4&op5;
   assign signal[8] = op5&~op4&(~op3&op2 | op3&~op2&~op1);
   assign signal[9] = op1&op2&~op3&~op4&op5;
   assign signal[10] = ~op1&~op2&~op3&~op4&~op5 | op2&op3&op4&~op5;
   assign signal[11] = op1&~op2&~op3&~op4&~op5;
   assign signal[12] = op1&~op2&op3&~op4&~op5;
   assign signal[13] = ~op1&op2&~op3&~op4&~op5;
   assign signal[14] = op1&op2&~op3&~op4&~op5;
   assign signal[15] = ~op1&~op2&op3&~op4&~op5;
   assign signal[16] = ~op1&op2&~op3&op4&~op5;
   assign signal[17] = op1&op2&~op3&op4&~op5;
   assign signal[18] = ~op1&~op2&op3&op4&~op5;
   assign signal[19] = op1&op2&op3&~op4&~op5;
   assign signal[20] = ~op1&op2&op3&~op4&~op5;
   assign signal[21] = ~op1&~op2&~op3&op4&~op5;
   assign signal[22] = op1&~op2&~op3&op4&~op5;
endmodule  
```
`design/flow/run.sh`:
```
#!/bin/bash
# OpenROAD 26Q1-2900-gdf79404cd8, Yosys 0.63+post, stock flow scripts
make -C /OpenROAD-flow-scripts/flow DESIGN_CONFIG=/design/flow/config.mk WORK_HOME=/design/flow/orfs finish
```
==> flow_metrics.py <==
# Metrics from the implementation run
metrics = {
    "setup_path": {
        "path_max_fanout": 5,
        "critPathLaunch": "opcodeI[1]",
        "cp_slowest_stage_delay_ns": 0.41,
        "setup.worst_path.class": "primary input to primary output",
        "critical_path_depth": 5,
        "cp_data_required_time_ns": 0.88,
        "crit_buf_inv": 3,
        "crit_chain": "buf_8 -> or3_4 -> buf_6 -> o22ai_2 -> buf_2",
        "cp_data_arrival_time_ns": 1.06,
        "crit_family": "simple AND/OR/NAND/NOR gates",
        "endpoint": "signal[10]",
        "slowest_stage": "or3_4",
        "end_kind": "primary output",
        "start_kind": "primary input",
    },
    "timing": {
        "rsz0062_at_grt": "true",
        "fin_crit_sh_pct": 117,
        "slew_headroom_pct": 88.6,
        "worst_slack_ns": -0.183,
        "fin_crit_ns": 1.28,
        "fmax_mhz": 780,
        "setup-tns-final_ns": -1.01,
        "drv_slew": 0,
        "finalSetupViolCount": 14,
        "final_hold_viol_count": 0,
        "worst_pin_slew_ns": 0.171,
    },
    "route": {
        "ant_nets": 0,
        "wl_per_cell_um": 11.7,
        "drt_iter0_drc": 22,
        "num_antenna_cells": 0,
        "routed_wl_um": 1720,
        "detail_route.vias_per_cell": 3.56,
        "num_vias": 523,
        "drt-pass1-iter-count": 4,
        "drcViolationCount": 0,
    },
    "yosys": {
        "syn-instance-count": 46,
        "synth_area_um2": 249,
        "yosysWarnings": 0,
        "synth_area_per_cell_um2": 5.41,
        "yosysChipArea_um2": 249,
        "ys_seq_share_pct": 0,
        "ys_types": 18,
        "ys_cells": 46,
    },
    "pwr": {
        "p_leak_nw": 0.444,
        "power_density_mw_per_mm2": 310,
        "ir_drop_mv": 0.0920,
        "total_power_uw": 295,
    },
    "die": {
        "coreArea_mm2": 0.00342,
        "die_h_um": 80,
        "rows": 21,
        "chip_area_mm2": 0.00640,
        "io_pins": 28,
        "die_x_um": 80,
        "initial_core_util_pct": 7.29,
    },
    "finish": {
        "regArea_um2": 0,
        "stdcell_area_um2": 952,
        "flop-count": 0,
        "drive_gt1_share_pct": 92.1,
        "syn_to_final_growth_pct": 282,
        "fin_cells": 147,
        "n_clock_buffer": 0,
    },
    "worst_hold_path": {
        "hp-class": "primary input to primary output",
    },
    "placement": {
        "place_inst": 122,
        "routabilityCongestion": 0.779,
        "io_buffers": 26,
        "dp_hpwl_um": 1100,
        "post-place-ws_ns": -0.971,
        "placed_area_um2": 603,
    },
    "run": {
        "cap_violations": 0,
        "warnings": 34,
    },
    "global_routing": {
        "grt_overflow": 0,
        "grt_start_max_net_pins": 8,
        "grt_pass1_vias": 511,
        "grt_pass1_wl_um": 2540,
        "grt.total_usage_pct": 4.69,
        "antenna_found_initial": 0,
    },
    "clock_tree": {
        "ctsHoldBuffers": 0,
    },
    "outcome": {
        "violations": "setup timing",
        "status": "complete, but fails checks",
    },
}
-- Yosys cell counts, drive strengths merged --
cell / instances / area [µm²]
nand2b: 2 / 20.0
o22ai: 1 / 12.5
nand3: 1 / 5.00
nor3: 4 / 20.0
nor2: 16 / 60.1
a2bb2oi: 1 / 8.76
clkbuf: 1 / 5.00
nand3b: 1 / 7.51
or2: 1 / 6.26
inv: 1 / 3.75
a21oi: 2 / 10.0
nand2: 6 / 22.5
nor3b: 3 / 22.5
buf: 5 / 33.8
or3: 1 / 11.3
-- layer usage --
metal / routed length [µm] / up-vias / GRT usage (%)
met3: 130 / 0 / 1.36
met4: 0 / 0 / 0
met5: 0 / - / 0
met1: 798 / 246 / 6.46
li1: - / 262 / -
met2: 792 / 15 / 7.46
-- stage by stage --
stage          utilization (%)  hold slack [ns]
2_1_floorplan                -            0.466
3_3_place_gp              17.7            0.440
3_5_place_dp              17.7            0.440
4_1_cts                   22.3            0.440
5_1_grt                   27.9            0.440
6_report                  27.9            0.440
-- power by group --
part	switching [mW]	leakage, nW	internal (mW)
logic	0.115	0.444	0.180
registers	0	0	0
clock network	0	0	0
-- cell type report --
| type | instances | area [µm²] |
|---|---|---|
| Fill cell | 358 | 2460 |
| Inverter | 1 | 3.75 |
| Tap cell | 46 | 57.6 |
| Timing Repair Buffer | 61 | 541 |
| Multi-Input combinational cell | 39 | 350 |
-- placed cells by master (no fill, tap or decap) --
cell / Yosys / routed
buf_12: 0 / 3
buf_6: 1 / 22
nor3_2: 0 / 4
nand2b_4: 1 / 2
nand2_2: 0 / 4
nand3b_1: 1 / 1
nand2_1: 6 / 1
a21oi_4: 0 / 1
buf_8: 0 / 2
a2bb2oi_2: 0 / 1
or3_4: 1 / 1
nor2_1: 16 / 4
nor2_2: 0 / 6
buf_4: 1 / 13
clkbuf_2: 1 / 1
o22ai_2: 1 / 1
a21oi_2: 0 / 1
or2_4: 0 / 1
buf_2: 3 / 20
nor3b_2: 0 / 3
inv_1: 1 / 1
nor2_4: 0 / 6
nand3_1: 1 / 1
nand2_4: 0 / 1
-- logic make-up after synthesis --
group	after synthesis	share of synthesized area (%)
compound gates	4	12.6
simple gates	35	70.4
buf+inv	7	17.1
-- worst min path at each step --
stage	from	end	slack [ns]	cells after the start
CTS	opcodeI[0]	signal[6]	0.44	0
global route	opcodeI[0]	signal[6]	0.44	0
finish	opcodeI[0]	signal[6]	0.44	0
-- timing repair --
item | 4_1_cts | 5_1_grt
gates resized | 125 | 38
pin swaps | 19 | 19
setup buffers | 16 | 11
setup endpoints to repair | 21 | 19
Power figures rest on the tool's default switching activity, not on a simulated workload.
